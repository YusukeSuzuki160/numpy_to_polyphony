$ cat flow/run.sh
#!/bin/bash
# OpenROAD 26Q1-2900-gdf79404cd8, Yosys 0.63+post, stock flow scripts
make -C /OpenROAD-flow-scripts/flow DESIGN_CONFIG=/design/flow/config.mk WORK_HOME=/design/flow/orfs finish
$ cat flow/constraint.sdc
current_design float_mult

set clk_period 20.2
set clk_io_pct 0.2

create_clock -name clk0 -period $clk_period [get_ports {clk}]

set non_clock_inputs [all_inputs -no_clocks]
set_input_delay [expr $clk_period * $clk_io_pct] -clock clk0 $non_clock_inputs
set_output_delay [expr $clk_period * $clk_io_pct] -clock clk0 [all_outputs]
$ cat flow/config.mk
export PLATFORM = sky130hd
export DESIGN_NAME = float_mult
export DESIGN_NICKNAME = float_mult
export VERILOG_FILES = /design/flow/design.v
export SDC_FILE = /design/flow/constraint.sdc
export NUM_CORES = 4
export LEC_CHECK = 1
export CORE_UTILIZATION = 50
$ cat flow/design.v
module float_mult (
    input wire clk,
    input wire rst,
    input wire mult_ready,
    input wire mult_accept,
    output reg mult_valid,
    input wire signed [31:0] mult_in_a,
    input wire signed [31:0] mult_in_b,
    output reg signed [31:0] mult_out_0
);
  localparam mult_b1_INIT = 0;
  localparam mult_b1_S0 = 1;
  localparam mult_b1_FINISH = 2;
  reg         [ 1:0] mult_state;
  wire signed [63:0] ab;
  wire signed [63:0] ab2;
  reg signed  [31:0] a;
  reg signed  [31:0] b;
  assign ab  = (a * b);
  assign ab2 = ab >>> 16;
  always @(posedge clk) begin
    if (rst) begin
      a <= 0;
      b <= 0;
      mult_out_0 <= 0;
      mult_state <= mult_b1_INIT;
    end else begin   
      case (mult_state)
        mult_b1_INIT: begin
          mult_valid <= 0;
          if (mult_ready == 1) begin
            a          <= mult_in_a;   
            b          <= mult_in_b;   
            mult_state <= mult_b1_FINISH;
          end
        end
        mult_b1_FINISH: begin
          mult_valid <= 1;
          if (mult_accept == 1) begin
            mult_state <= mult_b1_INIT;
          end
          mult_out_0 <= {ab2[63], ab2[30:0]};   
        end
      endcase
    end
  end
endmodule
==> job_summary.md <==
## Synthesis and layout report

| Metric | Value |
|---|---|
| Outcome | `complete, no violations` |
| Crit-path max FO | `33` |
| Cell area after synthesis | `38600 µm²` |
| Total CTS buffers | `9` |
| Area leader share | `56.1%` |
| Final WL | `107 mm` |
| PwrDens | `33.9 nW/µm²` |
| IO Count | `101` |
| Distinct cells, synth | `61` |
| Hold WS | `0.461 ns` |
| Hold Path Depth | `2` |
| CP endpoint kind | `flip-flop` |
| LEAKAGE | `20.2 nW` |
| Largest area contributor in the netlist | `fa_1` |
| Worst Path Arrival | `8.63 ns` |
| Critical hold path startpoint | `b[8]$_SDFFE_PP0P_` |
| Largest net degree at the start of global routing | `57` |
| Post-synth top cells | `fa_1, inv_1, nand2_1` |
| Largest stage delay, worst path | `0.88 ns` |
| Synth async-reset ratio | `0%` |
| Seq/Total Area, Yosys | `5.17%` |
| Root buf cell | `clkbuf_16` |
| Wire length of the first global-routing pass | `171 mm` |
| Reg-to-reg endpoint | `mult_out_0[31]$_SDFFE_PP0P_` |
| Post-route ant nets | `0` |
| Ys flops | `99` |
| Initial antenna violation count | `1` |
| Mean Syn Cell Area | `9.21 µm²` |
| Die Y | `280 µm` |
| Cell depth of the worst flop-to-flop path | `27` |
| Clock transition at the registers of the reported paths | `0.09 ns` |
| Max-cap check violation count | `0` |
| Share of cells above drive strength 1 | `2.58%` |
| Fin crit period | `8.35 ns` |
| Min-Delay Endpoint | `b[8]$_SDFFE_PP0P_` |
| Initial DRC Count | `1147` |
| WL/cell | `20.6 µm` |
| Final HPWL DP | `84.9 mm` |
| Min-Delay Path Class | `flip-flop to flip-flop` |
| Die Width | `280 µm` |
| Crit start category | `flip-flop` |
| Via count | `26800` |
| Dominant flop cell | `dfxtp_1` |
| WP data required | `20.47 ns` |
| Die Area | `78200 µm²` |
| PostCTS Resize Cnt | `0` |
| Clock latency on the worst-skew pair | `0.41 ns` |
| Row count | `101` |
| Worst path most repeated cell | `fa_1` |
| Yosys synthesis chip area | `38600 µm²` |
| Worst-Margin Slew | `1.03 ns` |
| Final GP Congestion | `0.967` |
| Critical path type | `flip-flop to flip-flop` |
| Tool warning count | `25` |
| Slowest CP cell | `fa_1` |
| Remaining Overflow, GRT | `0` |
| Top-count cell post-synth | `fa_1` |
| Vias in the first global route | `29400` |
| Unrepaired setup endpoints after global routing | `false` |
| Clock Sinks | `99` |
| Post-layout period usage | `41.4%` |
| Achievable Freq | `0.120 GHz` |
| FP Util | `50.7%` |
| Drt first pass iters | `5` |
| CTS tree | `yes` |
| Fin. Hold Viols | `0` |
| Largest buffer count on any clock path | `2` |
| Final setup violation count | `0` |
| Post-CTS Hold Buffers | `0` |
| Residual DRC | `0` |
| Syn. warnings | `1` |
| Core area | `76100 µm²` |
| Reg2Reg Setup Slack | `11.85 ns` |
| # H-tree levels | `3` |
| Placed inst area | `40500 µm²` |
| PortBufs | `100` |
| Reg-to-reg startpoint | `a[31]$_SDFFE_PP0P_` |
| Final Cell Area | `40900 µm²` |
| Area growth syn-to-layout | `5.98%` |
| VDD IR max | `0.0393 mV` |
| Yosys stat cell total | `4185` |
| Total GRT Usage | `31.9%` |
| Skew final | `0.0220 ns` |
| Slew Viols, Final | `0` |
| Vias per cell | `5.17` |
| Buffers inserted by post-CTS timing repair | `0` |
| Worst slew margin | `30.5%` |
| Post-synth EDFFs | `1` |
| Post-synth area hogs | `fa_1, inv_1, nand2_1` |
| Cells after Synth | `4185` |
| Setup TNS | `0 ns` |
==> worst max-delay path: cells and delay by family (launching register included) <==
| kind | cells | cell delay, ns |
|---|---|---|
| adders and majority gates | 9 | 4.99 |
| AOI/OAI and AO/OA | 8 | 1.33 |
| buffers and inverters | 8 | 1.18 |
| and+or+nand+nor | 2 | 0.37 |
| DFF | 1 | 0.31 |
==> per-stage QoR <==
step | utilization, % | setup slack [ns] | power (mW) | instances
floorplan | - | 12.79 | 0.853 | 4185
finish | 53.7 | 11.85 | 1.38 | 5179
global placement | 53.3 | 11.92 | 1.20 | 5162
CTS | 53.7 | 11.82 | 1.41 | 5178
global route | 53.7 | 11.34 | 1.52 | 5179
detailed placement | 53.3 | 11.88 | 1.20 | 5162
==> area by class of cell <==
class / count / area, µm²
multi-input cells: 2823 / 31800
inverters: 1038 / 3900
clock buffers: 9 / 225
well taps: 1030 / 1290
diodes: 1 / 2.50
clock inverters: 7 / 91.3
repair buffers: 172 / 1540
flip-flops and latches: 99 / 1990
fillers: 7032 / 35200
==> power breakdown <==
part | internal [mW] | switching, mW | total, mW
logic | 0.365 | 0.595 | 0.960
registers | 0.214 | 0.0105 | 0.224
clock network | 0.0900 | 0.110 | 0.200
total | 0.669 | 0.715 | 1.38
==> state kept, by name (all words and copies together) (netlist names) <==
name        count
mult_state      2
a              32
b              32
mult_out_0     32
mult_valid      1
==> worst max-delay path by stage <==
stage                  start                     endpoint  cells after the start
6_report  a[31]$_SDFFE_PP0P_  mult_out_0[31]$_SDFFE_PP0P_                     27
5_1_grt   a[31]$_SDFFE_PP0P_  mult_out_0[31]$_SDFFE_PP0P_                     25
4_1_cts   a[31]$_SDFFE_PP0P_  mult_out_0[31]$_SDFFE_PP0P_                     27
==> cell usage in the layout (no fill, tap or decap), types with 3 or more instances in the layout <==
| cell type | netlist | layout |
|---|---|---|
| buf_4 | 0 | 73 |
| clkinv_8 | 0 | 3 |
| inv_8 | 0 | 3 |
| a211oi_1 | 14 | 14 |
| nor3_1 | 9 | 9 |
| clkbuf_16 | 0 | 9 |
| a21boi_0 | 3 | 3 |
| nand2b_1 | 14 | 14 |
| o21ai_0 | 20 | 20 |
| xnor2_1 | 27 | 27 |
| o31ai_1 | 5 | 5 |
| mux2i_1 | 15 | 15 |
| nor2_1 | 72 | 72 |
| ha_1 | 180 | 180 |
| o22ai_1 | 5 | 5 |
| a21oi_1 | 110 | 110 |
| inv_1 | 1037 | 1037 |
| and2_1 | 434 | 433 |
| xor2_1 | 14 | 14 |
| nand2_1 | 732 | 731 |
| nand4_1 | 7 | 7 |
| dfxtp_1 | 98 | 97 |
| fa_1 | 1081 | 1081 |
| o21a_1 | 4 | 4 |
| o21bai_1 | 6 | 6 |
| a21o_1 | 13 | 13 |
| clkdlybuf4s50_1 | 0 | 99 |
| nand3_1 | 11 | 11 |
| or4_1 | 3 | 3 |
| o211ai_1 | 3 | 3 |
==> cells by family after synthesis <==
| family | after synthesis | synth area share [%] |
|---|---|---|
| fa+ha+maj | 1261 | 62.0 |
| xor+xnor | 41 | 0.931 |
| flops | 99 | 5.17 |
| compound gates | 211 | 3.43 |
| mux | 15 | 0.389 |
| simple gates | 1295 | 15.8 |
| buf+inv | 1263 | 12.3 |
==> layer usage <==
layer	track usage (%)	up-vias	share of wire, %
met5	0	-	0
met4	9.36	0	4.1
met3	9.16	174	7.4
met2	51.1	867	51
met1	45.2	13900	37
li1	-	11800	-
Power and IR drop assume default switching activity.
