[./design.v]
module complex_mult (
    input wire clk,
    input wire rst,
    input wire mult_ready,
    input wire mult_accept,
    output reg mult_valid,
    input wire signed [BIT*2-1:0] mult_in_a,
    input wire signed [BIT*2-1:0] mult_in_b,
    output reg signed [BIT*2-1:0] mult_out_0
);
  localparam mult_b1_INIT = 0;
  localparam mult_b1_S0 = 1;
  localparam mult_b1_FINISH = 2;
  localparam PRECISION = 16;
  localparam BIT = 32;
  reg         [      1:0] mult_state;
  wire signed [  BIT-1:0] a_imag;
  wire signed [  BIT-1:0] a_real;
  wire signed [  BIT-1:0] b_imag;
  wire signed [  BIT-1:0] b_real;
  wire signed [BIT*2-1:0] c_imag;
  wire signed [BIT*2-1:0] c_real;
  reg signed  [BIT*2-1:0] a;
  reg signed  [BIT*2-1:0] b;
  assign a_imag = a[BIT-1:0];
  assign a_real = a[BIT*2-1:BIT];
  assign b_imag = b[BIT-1:0];
  assign b_real = b[BIT*2-1:BIT];
  assign c_imag = (a_real * b_imag + a_imag * b_real) >> PRECISION;
  assign c_real = (a_real * b_real - a_imag * b_imag) >> PRECISION;
  always @(posedge clk) begin
    if (rst) begin
      a <= 0;
      b <= 0;
      mult_out_0 <= 0;
      mult_state <= mult_b1_INIT;
    end else begin
      case (mult_state)
        mult_b1_INIT: begin
          mult_valid <= 0;
          if (mult_ready == 1) begin
            a          <= mult_in_a;
            b          <= mult_in_b;
            mult_state <= mult_b1_FINISH;
          end
        end
        mult_b1_FINISH: begin
          mult_valid <= 1;
          if (mult_accept == 1) begin
            mult_state <= mult_b1_INIT;
          end
          mult_out_0 <= {c_real[BIT-1:0], c_imag[BIT-1:0]};
        end
      endcase
    end
  end
endmodule
[./config.mk]
export PLATFORM = sky130hd
export DESIGN_NAME = complex_mult
export DESIGN_NICKNAME = complex_mult
export VERILOG_FILES = /design/flow/design.v
export SDC_FILE = /design/flow/constraint.sdc
export NUM_CORES = 4
export LEC_CHECK = 1
export CORE_UTILIZATION = 40
[./run.sh]
#!/bin/bash
# OpenROAD 26Q1-2900-gdf79404cd8, Yosys 0.63+post, stock flow scripts
make -C /OpenROAD-flow-scripts/flow DESIGN_CONFIG=/design/flow/config.mk WORK_HOME=/design/flow/orfs finish
[./constraint.sdc]
current_design complex_mult

set clk_period 15.2
set clk_io_pct 0.2

create_clock -name clk0 -period $clk_period [get_ports {clk}]

set non_clock_inputs [all_inputs -no_clocks]
set_input_delay [expr $clk_period * $clk_io_pct] -clock clk0 $non_clock_inputs
set_output_delay [expr $clk_period * $clk_io_pct] -clock clk0 [all_outputs]
==> impl.org <==
#+TITLE: Physical design notes

** Run status
- Run status :: finished clean

** Flow run
- Max-capacitance violation count :: 0
- Warnings raised by the tools during the run amount to 28.

** STA
- Unrepaired setup endpoints after global routing :: no
- Setup slack of the critical path after layout :: 4363 ps
- The final timing report lists clock skew as 44.96 ps.
- The slew check shows that the tightest pin keeps a relative margin of 0.1691.
- Hold violation total from the final report :: 0
- Pin slew with the least headroom to its limit :: 1236 ps
- Dividing the final minimum period by the clock period gives 0.7130.
- Post-route setup TNS :: 0 ps
- The highest clock rate this design can be run at is 0.09227 GHz.
- Count of endpoints failing setup in the final report :: 0
- Minimum period implied by the final worst setup slack :: 10840 ps
- Per the final report, max-transition violations number 0.

** Synth
- After synthesis the cells add up to 124400 sq um.
- Number of warnings printed during yosys synthesis :: 1
- Post-Syn Instances :: 13540
- The post-synth register bit count is 195.
- FFs w/ async S/R, synth :: 0
- Counting flops with a built-in enable in the synthesized netlist gives 1.
- Total cells reported by yosys after synthesis :: 13540
- Commonest flop :: sky130_fd_sc_hd__dfxtp_1
- Yosys reports a chip area of 124400 sq um.
- Per the post-synthesis stats, the area per cell is 9.188 sq um.
- Number of distinct library cells after synthesis :: 74
- Of the synthesized area, sequential elements account for 0.03147.

** Global routing
- Entering global routing, the biggest net connects 55 pins.
- All-Layer GR Usage :: 0.2983
- The first global-routing pass estimated 633400 microns of wire.
- Antenna violations before repair :: 33
- met1 track demand over resource after global routing is 0.3737.
- In the global route stage, met2 resource usage came out at 0.4329.
- Vias in the first global route :: 98070
- Gr busiest metal :: met2
- Met3 Resource Use GR :: 0.1727
- GR Overflow Total :: 0

** Placed design
- Placed Area :: 130400 sq um
- Instance count after placement with tap cells included :: 17260
- Number of buffers added on ports :: 196
- Pre-CTS setup slack :: 4633 ps
- HPWL after detailed placement :: 332500 microns
- The placement summary gives the final routability congestion estimate as 1.000.

** Floorplanning
- Num rows :: 204
- From left edge to right edge, the die measures 559.6 microns.
- Overall die height :: 559.6 microns
- Die area :: 313100 sq um
- The core region is 309100 sq um.
- Initial Util :: 0.4023
- 197 I/O pins were placed.

** Pwr
- Reg power frac :: 0.054
- Clock group share of total power :: 0.048
- The power report attributes to the combinational group a share of 0.898.
- Power per Cell Area :: 104.5 nW/um^2
- Overall power :: 13.71 mW
- Sw Share :: 0.5822
- Leak Pwr :: 64.64 nW
- The analysis attributes to net switching a power of 7.981 mW.
- Across the VDD grid, the largest voltage drop is 0.4924 mV.
- Cell internal power was estimated by the tool at 5.728 mW.

** Worst setup path
- The critical path endpoint has a required time of 15730 ps.
- The arrival time of data at the worst endpoint is listed as 11370 ps.
- The report shows a maximum critical-path fanout of 38.
- Startpoint kind of the worst setup timing path :: flip-flop
- Crit-path max cell delay :: 920 ps
- Source of the critical timing path :: b[35]
- Endpoint of the most critical register-to-register path :: mult_out_0[29]
- Looking at the critical path, the single cell with the biggest stage delay is sky130_fd_sc_hd__fa_1.
- Critical Path Most Common Cell :: sky130_fd_sc_hd__fa_1
- The number of cells on the worst reg-to-reg path is 28.
- Worst R2R Start :: b[35]
- Setup slack of the worst register-to-register path :: 4360 ps
- The worst setup path is captured at a flip-flop.
- Critical path class :: flip-flop to flip-flop

** Min path
- In the hold timing report, the worst path depth is 2.
- In this run the worst hold path is classified as flip-flop to flip-flop.
- Per the hold report, the tightest min-delay path originates at a[52].
- Hold Crit Endpoint :: a[52]

** Clock tree
- TritonCTS built the clock tree.
- Sink Count :: 195
- The clock reaches the later pin of the worst-skew pair after 640 ps.
- After clock tree synthesis, the repair step resized 0 gates.
- Hold-fix buffers, CTS :: 0
- TritonCTS Buffers :: 21
- Clock buffer depth :: 3
- H-tree lvl count :: 4
- Root buffer cell :: sky130_fd_sc_hd__clkbuf_16
- After clock tree synthesis, the clock-pin slew on the worst setup and hold paths is 100 ps.
- Post-CTS setup buffer count :: 0

** Drt
- WL per Instance :: 23.86 microns
- Nets still carrying antenna violations after routing amount to 0.
- Detailed-route via count :: 86410
- Sum of routed wire length over all layers :: 413400 microns
- Post-DR vias/cell :: 4.987
- After the first detailed-routing iteration, the DRC count stood at 3819.
- DRC :: 0
- The iteration count recorded for the first detailed-route pass is 23.

** Layout
- In the layout the commonest cells are sky130_fd_sc_hd__inv_1 (3661), sky130_fd_sc_hd__fa_1 (3561), sky130_fd_sc_hd__nand2_1 (2008).
- Counting only logic cells after layout, the most numerous master is sky130_fd_sc_hd__inv_1.
- Layout cells sized above 1 :: 0.03303
- Area overhead of the layout relative to synthesis :: 5.450%
- Area of all placed cells without fillers :: 131100 sq um
- Once layout is complete, the cells apart from fillers number 17330.
## layout make-up
type | count | area (sq um)
clock inverter | 12 | 166.4
tap | 4120 | 5155
antenna | 36 | 90.09
clock buffer | 21 | 525.5
multi-input combinational | 8831 | 103500
sequential | 195 | 4065
inverter | 3661 | 13740
timing repair buffer | 451 | 3880
fill | 30350 | 178000
## worst max path at each step
stage               endpoint  slack (ps)  depth (start not counted)
finish        mult_out_0[29]        4360                         28
global route  mult_out_0[29]        3940                         28
CTS           mult_out_0[29]        4610                         28
## per-layer routing
layer / vias up / routed length [microns]
li1: 36610 / -
met1: 44170 / 146000
met2: 4621 / 184800
met3: 972 / 58240
met4: 34 / 23680
met5: - / 675
## state kept, by name, indices dropped and copies added, names as in the netlist
| name | cells |
|---|---|
| mult_valid | 1 |
| mult_state | 2 |
| mult_out_0 | 64 |
| b | 64 |
| a | 64 |
## synthesized netlist by cell type (3+ instances only)
master	n	area, sq um
sky130_fd_sc_hd__inv_1	3661	13740
sky130_fd_sc_hd__fa_1	3561	71290
sky130_fd_sc_hd__nand2_1	2009	7541
sky130_fd_sc_hd__and2_1	1841	11520
sky130_fd_sc_hd__clkbuf_1	814	3055
sky130_fd_sc_hd__ha_1	595	7445
sky130_fd_sc_hd__dfxtp_1	194	3884
sky130_fd_sc_hd__a21oi_1	185	925.9
sky130_fd_sc_hd__xnor2_1	184	1612
sky130_fd_sc_hd__nor2_1	59	221.5
sky130_fd_sc_hd__nand2b_1	55	344.1
sky130_fd_sc_hd__xor2_1	52	455.4
sky130_fd_sc_hd__o21ai_0	47	235.2
sky130_fd_sc_hd__nor2b_1	37	231.5
sky130_fd_sc_hd__a21o_1	34	255.2
sky130_fd_sc_hd__mux2i_1	33	330.3
sky130_fd_sc_hd__buf_1	23	86.33
sky130_fd_sc_hd__nand3_1	19	95.09
sky130_fd_sc_hd__nand4_1	15	93.84
sky130_fd_sc_hd__buf_2	9	45.04
sky130_fd_sc_hd__o21a_1	9	67.56
sky130_fd_sc_hd__o21bai_1	8	60.06
sky130_fd_sc_hd__nor3_1	7	35.03
sky130_fd_sc_hd__or3_1	5	31.28
sky130_fd_sc_hd__a31oi_1	4	25.02
sky130_fd_sc_hd__and3_1	4	25.02
sky130_fd_sc_hd__o211ai_1	4	30.03
sky130_fd_sc_hd__o211ai_2	4	50.05
sky130_fd_sc_hd__o21ai_1	4	20.02
sky130_fd_sc_hd__a211oi_1	3	22.52
sky130_fd_sc_hd__a32o_1	3	30.03
sky130_fd_sc_hd__and4_1	3	26.28
sky130_fd_sc_hd__or4_1	3	22.52
## kinds of logic after synthesis
group | after synthesis | synth area share
buffers and inverters | 4510 | 0.1363
flip-flops | 195 | 0.03147
AND-OR/OR-AND | 341 | 0.01685
multiplexers | 33 | 0.002656
adder cells (fa/ha/maj) | 4156 | 0.6331
XOR/XNOR | 236 | 0.01662
AND/OR/NAND/NOR | 4065 | 0.1630
## through the flow
stage	utilization	hold slack, ps
floorplan	-	401.4
global placement	0.4217	442.5
detailed placement	0.4217	443.3
CTS	0.4240	455.7
global route	0.4240	475.9
finish	0.4243	453.8
## worst max-delay path, delay by kind of cell, from the launching register on
kind / cells / cell delay, ps
AND-OR/OR-AND: 7 / 2040
adder cells (fa/ha/maj): 11 / 5740
buffers and inverters: 7 / 1300
flip-flops: 1 / 790
AND/OR/NAND/NOR: 3 / 810
## power by group through the flow
stage	logic, mW	registers (mW)	clock network (mW)
final	12.3	0.741	0.657
after CTS	12.2	0.739	0.676
after global routing	13.6	0.750	0.686
No activity file was given, so power comes from the tool's default toggle rates.
